## ./design.v

```verilog
`timescale 1ns / 1ps
module counter(
    output reg [15:0] pc_addr,     
    input             clock, 
    input             reset, 
    input             en           
);
always @(posedge clock or negedge reset) begin
	if(!reset) begin
		pc_addr <= 16'd0;
	end
	else begin
		if(en) pc_addr <= pc_addr+4;
		else pc_addr <= pc_addr;
	end
end
endmodule
```

## ./run.sh

```bash
#!/bin/bash
# OpenROAD 26Q1-2900-gdf79404cd8, Yosys 0.63+post, stock flow scripts
make -C /OpenROAD-flow-scripts/flow DESIGN_CONFIG=/design/flow/config.mk WORK_HOME=/design/flow/orfs finish
```

## ./config.mk

```make
export PLATFORM = sky130hd
export DESIGN_NAME = counter
export DESIGN_NICKNAME = counter
export VERILOG_FILES = /design/flow/design.v
export SDC_FILE = /design/flow/constraint.sdc
export NUM_CORES = 4
export LEC_CHECK = 1
export CORE_AREA = 10 10 74 74
export DIE_AREA = 0 0 84 84
```

## ./constraint.sdc

```tcl
current_design counter

set clk_period 2.1
set clk_io_pct 0.2

create_clock -name clk0 -period $clk_period [get_ports {clock}]

set non_clock_inputs [all_inputs -no_clocks]
set_input_delay [expr $clk_period * $clk_io_pct] -clock clk0 $non_clock_inputs
set_output_delay [expr $clk_period * $clk_io_pct] -clock clk0 [all_outputs]
```

==> qor.csv <==
metric;value;unit
FMAX;0.616;GHz
Final Cell Area;922;µm²
pre-CTS WS;231;ps
CP endpoint kind;output pin;
Synth-to-Final Area Change;39.1;%
final antenna diode count;0;
TritonCTS Sinks;14;
CP top delay family;buffers and inverters;
DRT iter0 DRCs;17;
hold path start;pc_addr[15]$_DFFE_PN0P_;
Crit path arrival time;1200;ps
Top-area cell share;52.8;%
slew margin rel.;58.6;%
row count;23;
Final Slew Violations;0;
Tot GR Track Use;3.74;%
antenna viol nets, final;0;
routed len/inst;10.5;µm
clock tree buffer depth;2;
DRT Pass-1 Iters;4;
PD cells;1050;nW/µm²
Hold Crit Endpoint;pc_addr[15]$_DFFE_PN0P_;
hold path cells;1;
number of gates resized after CTS;0;
sum of negative setup slack;0;ps
outcome;finished clean;
Die Y;84;µm
CP Cell Sequence;clkdlybuf4s50_1;
hold buffer count at cts;0;
biggest area cells;dfrtp_1, xor2_1, xnor2_1;
Register Area;350;µm²
dpl cells;120;
DRC;0;
Tcrit/Tclk final;77.4;%
crit path max fanout;5;
HPWL after DPL;1060;µm
Synth Warn #;1;
Placed Area;867;µm²
max FFs per register;14;
Initial Utilization;16.7;%
crit path time final;1620;ps
Clk Tree Root Cell;clkbuf_8;
Die Width;84;µm
CTS tree;done;
via count;459;
CORE AREA;3970;µm²
Slowest-stage cell, CP;clkdlybuf4s50_1;
FILL cells;426;
Netlist Area Pre-Place;663;µm²
WP buf/inv;1;
Avg Vias per Cell;3.70;
Peak VDD IR;609;µV
global route overflow;0;
Total Wirelength;1300;µm
input/output buffers;16;
multi-input logic area;287;µm²
P_leak;0.391;nW
RR Startpoint;pc_addr[2]$_DFFE_PN0P_;
die area;7060;µm²
clk_skew;3.48;ps
#FFs+latches synth;14;
RSZ-0062 raised after global routing;false;
postcts setup bufs;0;
RePlAce Congestion;0.812;
startpoint class of the critical path;flip-flop;
cell taking the most area after synthesis;dfrtp_1;
sequential area share after synthesis;52.8;%
clk latency late pin;240;ps
CTS clock-pin slew for the worst setup and hold paths;60;ps
CP Class;reg -> out;
worst reg2reg path depth;4;
Top Ports;19;
max cap viols;0;
Unique masters post-synth;15;
yosys cell count;56;
setup ws final;476;ps
R2R setup slack;800;ps
Final Non-Filler Cells;124;
Most flops, register;pc_addr;
biggest regs;pc_addr (14);
initial antenna violation count;0;
Post-Syn Area per Cell;11.8;µm²
Commonest Layout Cell;clkdlybuf4s50_1;
first-pass GRT wire length;2220;µm
vias in the first global route;462;
Critical Path RT;1680;ps
OpenROAD warning count;25;
Syn Inst Count;56;
TritonCTS Buffers;3;
largest net degree at the start of global routing;15;
worst r2r dst;pc_addr[14]$_DFFE_PN0P_;
final setup vio count;0;
CTS H-tree depth;1;
Largest stage delay, worst path;510;ps
Hold Path Class;reg -> reg;
Power, Total;965;µW
share of cells above drive strength 1;12.2;%
final hold vios;0;
most instantiated logic cells after routing;clkdlybuf4s50_1, dfrtp_1, xor2_1;
Worst-Margin Slew;620;ps
YS chip area;663;µm²
==> how the worst max path moves through the flow <==
stage	slack, ps	to	cells past startpoint	startpoint
after CTS	460	pc_addr[4]	1	pc_addr[4]$_DFFE_PN0P_
after global routing	360	pc_addr[14]$_DFFE_PN0P_	4	en
final	480	pc_addr[4]	1	pc_addr[4]$_DFFE_PN0P_
==> report_power, final <==
part / switching (mW) / leakage (nW) / internal [mW]
clock network: 0.0914 / 0.0288 / 0.166
registers: 0.106 / 0.173 / 0.340
logic: 0.0802 / 0.189 / 0.182
total: 0.277 / 0.391 / 0.688
==> through the flow <==
step	hold WS, ps	utilization, %
2_1_floorplan	124	-
3_3_place_gp	466	21.8
3_5_place_dp	466	21.8
4_1_cts	477	23.2
5_1_grt	522	23.2
6_report	473	23.2
==> layout make-up <==
cell class / instances / share of cell area (%)
sequential: 14 / 38.0
multi-input combinational: 38 / 31.1
timing repair buffer: 16 / 17.4
tap: 50 / 6.78
clock buffer: 4 / 5.97
inverter: 2 / 0.814
==> metal layers <==
metal | vias up | share of wire, % | global-route usage [%]
met5 | - | 0 | 0
met4 | 0 | 0.31 | 0.152
met3 | 2 | 12 | 2.46
met2 | 18 | 38 | 4.95
met1 | 214 | 50 | 5.17
li1 | 225 | - | -
==> synth_stat cells <==
master   instances
nor3_1           4
conb_1           1
nand4_1          4
xnor2_1          5
ha_1             1
nand3_1          3
buf_4            3
nand4_4          1
nor2_1           2
nor4_2           3
dfrtp_1         14
inv_1            2
xor2_1           8
nand2_1          4
mux2_2           1
==> cell families after synthesis <==
kind of cell / Yosys count / synth area share, %
adder cells (fa/ha/maj): 1 / 1.89
flip-flops: 14 / 52.8
other: 1 / 0.565
XOR/XNOR: 13 / 17.2
AND/OR/NAND/NOR: 21 / 21.3
multiplexers: 1 / 1.70
buffers and inverters: 5 / 4.53
No activity file was given, so power comes from the tool's default toggle rates.
