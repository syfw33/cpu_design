**design/flow/config.mk**
```make
export PLATFORM = sky130hd
export DESIGN_NAME = ir
export DESIGN_NICKNAME = ir
export VERILOG_FILES = /design/flow/design.v
export SDC_FILE = /design/flow/constraint.sdc
export NUM_CORES = 4
export LEC_CHECK = 1
export CORE_AREA = 10 10 101 101
export DIE_AREA = 0 0 111 111
```
**design/flow/constraint.sdc**
```tcl
current_design ir

set clk_period 1.0
set clk_io_pct 0.2

create_clock -name clk0 -period $clk_period [get_ports {clk}]

set non_clock_inputs [all_inputs -no_clocks]
set_input_delay [expr $clk_period * $clk_io_pct] -clock clk0 $non_clock_inputs
set_output_delay [expr $clk_period * $clk_io_pct] -clock clk0 [all_outputs]
```
**design/flow/design.v**
```verilog
module ir(
    input [31:0] i_data,
    input IRWre,
    input clk,
    output reg [31:0] o_data
);
always @(negedge clk) begin 
    if(IRWre) o_data = i_data;
end
endmodule
```
**design/flow/run.sh**
```bash
#!/bin/bash
# OpenROAD 26Q1-2900-gdf79404cd8, Yosys 0.63+post, stock flow scripts
make -C /OpenROAD-flow-scripts/flow DESIGN_CONFIG=/design/flow/config.mk WORK_HOME=/design/flow/orfs finish
```
==> flow_summary.json <==
{
  "most_popular_library_cell_in_the_synthesized_design_by_count": "sky130_fd_sc_hd__edfxtp_1",
  "yosysCellCount": 33,
  "maxCapViolations": 0,
  "worstPathArrival_ns": 1.34,
  "fillers": 864,
  "h-tree-depth": 2,
  "timing.critical_path.to_type": "output port",
  "multi_input_comb_area_um2": 0,
  "syn-instance-count": 33,
  "placed_cells_incl_taps": 205,
  "detail_route.first_pass.iterations": 3,
  "dr_total_vias": 722,
  "detail_route.iter0.violations": 27,
  "areaGrowthSynthToFinish_pct": 89.4,
  "post_synth_most_frequent_cells": "sky130_fd_sc_hd__edfxtp_1, sky130_fd_sc_hd__inv_1",
  "final.setup.tns_ns": -16.22,
  "grt_first_pass_wirelength_mm": 4.48,
  "clk_pin_slew_worst_paths_ns": 0.04,
  "ys_async_sr_fraction": 0,
  "drive_gt1_frac": 0.309,
  "die_area_um2": 12300,
  "grt_antenna_before_repair": 1,
  "timing_max_transition_violations_final": 0,
  "finalPower_w": 0.00330,
  "layout.cells.non_filler": 245,
  "status": "finished with violations",
  "clock_tree_from_tritoncts": "done",
  "finalWeightedCongestion": 0.701,
  "vias_per_cell": 2.95,
  "yosys_most_used_dff": "sky130_fd_sc_hd__edfxtp_1",
  "drc": 0,
  "synthesis.yosys.warnings": 1,
  "logic_gates": 0,
  "routed_wl_mm": 2.82,
  "grt_use_total": 0.0457,
  "critical_path.max_stage_delay_ns": 0.36,
  "yosys.area.top_type_share": 0.996,
  "final-setup-viol-count": 51,
  "violations": "negative setup slack",
  "io_pins": 66,
  "static-leakage-power_nw": 0.844,
  "count_of_flip_flops_with_a_built_in_enable_after_synthesis": 32,
  "synth_area_per_cell_um2": 29.2,
  "gr-total-overflow": 0,
  "clock_path_buffers": 2,
  "worst_slack_ns": -0.537,
  "detailedPlace.worstSlack_ns": -0.509,
  "worst_slew_margin_rel": 0.928,
  "hold_viol": 0,
  "warnings": 59,
  "numSynthFlops": 32,
  "die_height_um": 111,
  "first_global_vias": 867,
  "finish.utilization": 0.225,
  "worst-path-max-fanout": 1,
  "critical_path.slowest_cell": "sky130_fd_sc_hd__edfxtp_1",
  "cts_hold_repair.buffers": 0,
  "antenna_left": 0,
  "critical_path_buf_inv_count": 1,
  "setup.worst_path.start_class": "register",
  "initial_core_utilization": 0.119,
  "post_synth_instance_area_um2": 965,
  "timing.critical_path.cells": "buf_2",
  "die_x_um": 111,
  "worstHoldPathType": "in2reg",
  "largest_register_ff_count": 32,
  "synth_cell_type_count": 2,
  "critPathTopFamily": "flip-flops",
  "synth.yosys.seq_area_share": 0.996,
  "portBuffers": 65,
  "timing.setup.critical_path_class": "reg2out",
  "netlist.top_cell.by_area": "sky130_fd_sc_hd__edfxtp_1",
  "peakVddDrop_v": 0.000533,
  "synth-area-yosys_um2": 965,
  "design.core.area_um2": 8130,
  "rsz0062_at_grt": "true",
  "num_rows": 33,
  "worst_ep_required_ns": 0.80,
  "timing_worst_slew_pin_value_ns": 0.108,
  "detail_route.wl_per_cell_um": 11.5,
  "clock_sink_count": 32,
  "ys_top_cells_by_area": "sky130_fd_sc_hd__edfxtp_1, sky130_fd_sc_hd__inv_1",
  "pwr_dens_nw_per_um2": 1810,
  "cts-root-buf": "sky130_fd_sc_hd__clkbuf_8",
  "number_of_clock_buffers_inserted_by_tritoncts": 5,
  "pin_count_of_the_biggest_net_entering_global_routing": 17
}
-- path summary, 6_finish.rpt --
kind / to / startpoint / slack [ns] / cells after the start
worst min-delay path: o_data[8]$_DFFE_NP_ / i_data[8] / 0.55 / 1
worst max-delay path: o_data[17] / o_data[17]$_DFFE_NP_ / -0.54 / 1
-- per-layer routing --
metal  wire [um]  track usage  vias up  part of all wire
li1            -            -      342                 -
met1         992       0.0410      319              0.35
met2        1260       0.0609       54              0.45
met3         466       0.0454        7              0.17
met4          98       0.0339        0             0.035
met5           0            0        -                 0
-- cell usage in the layout, fill, tap and decap left out --
cell type	n
sky130_fd_sc_hd__dlygate4sd2_1	7
sky130_fd_sc_hd__dlymetal6s2s_1	4
sky130_fd_sc_hd__edfxtp_1	32
sky130_fd_sc_hd__buf_2	33
sky130_fd_sc_hd__diode_2	1
sky130_fd_sc_hd__inv_4	1
sky130_fd_sc_hd__clkinvlp_2	2
sky130_fd_sc_hd__clkdlybuf4s50_1	21
sky130_fd_sc_hd__inv_1	32
sky130_fd_sc_hd__buf_12	2
sky130_fd_sc_hd__clkbuf_8	5
-- layout make-up --
type,count,area (um^2),area share
diodes,1,2.50,0.00137
flip-flops and latches,32,961,0.526
repair buffers,67,527,0.288
clock buffers,5,68.8,0.0377
well taps,105,131,0.0719
clock inverters,35,136,0.0747
-- timing repair --
| action | CTS | global route |
|---|---|---|
| cloned | 0 | 0 |
| gates resized | 106 | 4 |
| endpoints found under the setup margin | 39 | 36 |
| buffers inserted | 0 | 0 |
-- power by group --
part	leakage [nW]	switching [W]	internal (W)	total, W
Combinational	0.320	0.0000639	0.000173	0.000237
Clock	0.211	0.000792	0.000645	0.00144
Sequential	0.313	0.0000207	0.00161	0.00163
Total	0.844	0.000877	0.00242	0.00330
-- cells by family (layout without fill, tap and decap cells) --
logic type             after synthesis  count (layout)  synth area share
buffers and inverters                1             107           0.00389
DFF                                 32              32             0.996
other                                0               1                 0
-- stage by stage --
step,hold WS [ns],area (um^2)
floorplan,0.799,965
global placement,1.14,1780
detailed placement,1.14,1780
CTS,0.650,1810
global route,0.540,1820
finish,0.549,1830
Power figures rest on the tool's default switching activity, not on a simulated workload.
