## design/flow/design.v

```verilog
module alu(
    input [2:0] op,
    input [31:0] rega,  
    input [31:0] regb,
    output reg [31:0] result, 
    output zero,
    output sign
);
initial begin
    result = 0;
end
assign zero =(result==0)?1:0;
assign sign = result[31];  
always @( op or rega or regb ) begin
    case (op)
        3'b000 : result = rega + regb;
        3'b001 : result = rega - regb;
        3'b100 : result = regb << rega;
        3'b101 : result = rega | regb;
        3'b110 : result = rega & regb;
        3'b010 : result = (rega < regb)?1:0;  
        3'b011 : begin
            if(rega < regb && (rega[31] == regb[31]))result = 1;
            else if (rega[31] == 1 && regb[31] == 0) result = 1;
            else result = 0;
        end
        3'b111 : result = rega ^ regb;
        default : begin
            result = 32'h00000000; 
        end
    endcase
end
endmodule
```

## design/flow/constraint.sdc

```tcl
current_design alu

set clk_period 25.1
set clk_io_pct 0.2

create_clock -name clk0 -period $clk_period

set non_clock_inputs [all_inputs -no_clocks]
set_input_delay [expr $clk_period * $clk_io_pct] -clock clk0 $non_clock_inputs
set_output_delay [expr $clk_period * $clk_io_pct] -clock clk0 [all_outputs]
```

## design/flow/config.mk

```make
export PLATFORM = sky130hd
export DESIGN_NAME = alu
export DESIGN_NICKNAME = alu
export VERILOG_FILES = /design/flow/design.v
export SDC_FILE = /design/flow/constraint.sdc
export NUM_CORES = 4
export LEC_CHECK = 1
export CORE_UTILIZATION = 30
```

## design/flow/run.sh

```bash
#!/bin/bash
# OpenROAD 26Q1-2900-gdf79404cd8, Yosys 0.63+post, stock flow scripts
make -C /OpenROAD-flow-scripts/flow DESIGN_CONFIG=/design/flow/config.mk WORK_HOME=/design/flow/orfs finish
```

==> deck_impl_summary.md <==
Run Summary

Status
  • Status: completed

Critical path
  • Crit path max-delay family: simple AND/OR/NAND/NOR gates
  • Slowest stage delay, CP: 0.63 ns
  • WP buf/inv: 4
  • Critical Path RT: 20.08 ns
  • Critical Path AT: 10.95 ns
  • Worst Path Max Fanout: 37
  • Element type at the critical path end: output pin
  • Crit path kind: in -> out
  • Worst-path cell chain: clkdlybuf4s50_1 -> buf_4 -> inv_1 -> ha_1 -> nor2_1 -> a2111oi_2 -> nor4_1 -> nor4_2 -> xnor2_1 -> nor2_1 -> or4b_1 -> or4_1 -> nor4b_1 -> or4b_1 -> nor4_2 -> clkdlybuf4s50_1
  • Slowest cell on crit path: nor4b_1
  • CP Launch Type: primary input

Finish
  • Storage element area: 0 µm²
  • Layout area overhead: 15.9%
  • Final core utilization: 35.3%
  • Most frequent logic cell in the layout: nand2_1
  • Top cells excl fill/tap: nand2_1, clkdlybuf4s50_1, ha_1
  • Logic area: 0.00695 mm²
  • Seq Cell Count: 0
  • Fill cells: 2717
  • Share of post-route cells with drive strength above 1: 7.42%
  • Final non-filler cell total: 1490
  • Clk_buf instances: 0

Floorplan
  • # rows: 58
  • Die height: 162 µm
  • IO Pins: 101
  • Placeable core region: 0.0251 mm²
  • Chip Width: 162 µm
  • Fp util: 30.4%
  • Chip area: 0.0261 mm²

Route
  • DRC Markers: 0
  • DR pass1 iterations: 6
  • WL final: 37.6 mm
  • Avg WL per Cell: 25.2 µm
  • DR iter-0 viols: 1187
  • Via count: 9296
  • Antenna Nets Post-Route: 0
  • DR vias/cell: 6.24

Logic synthesis
  • Synthesis area per yosys: 0.00764 mm²
  • Top area cell types: ha_1, mux4_2, a21oi_1, nand2_1, mux2i_1
  • Top area contributor share: 15.7%
  • Netlist cell types: 80
  • YS warnings: 1
  • Sequential fraction of the synthesis area: 0%
  • Cell count after synthesis: 1116
  • Leading area contributor after synthesis: ha_1
  • Mean Syn Cell Area: 6.84 µm²
  • Ys cells: 1116
  • Synthesized area: 0.00764 mm²

Power
  • Int Pwr: 0.0838 mW
  • P per Cell Area: 23.9 mW/mm²
  • Leak: 3.57 nW
  • Sw Pwr: 0.128 mW
  • Worst IR Drop VDD: 0.0192 mV
  • Sw frac: 60.4%
  • Pwr Total: 0.212 mW

Timing
  • Final min period: 15.97 ns
  • Final period util: 63.6%
  • Setup-failing EPs final: 0
  • Peak Freq: 0.0626 GHz
  • Fin. max-slew vios: 0
  • Slew HR: 36.5%
  • RSZ-0062 raised after global routing: no
  • Worst hold slack: 11.03 ns
  • Sum Neg Setup Slack: 0 ns
  • Final hold violations: 0
  • Slew @ Worst Pin: 0.943 ns

Global route
  • Grt ovf: 0
  • Tot GR Track Use: 28.8%
  • Global-route wire length before repair: 55.6 mm
  • Initial antenna violation count: 1
  • Largest net degree at the start of global routing: 52
  • Vias in the first global route: 8585

Placement
  • GPL Wtd Cong: 1.01
  • Cells after DPL: 1489
  • Post-detail-place hpwl: 29.4 mm
  • Port bufs: 101

Job
  • Log Warnings: 96
  • Max Cap Viol: 0

Clock tree
  • CTS Hold Bufs: 0
  • PostCTS Resize Cnt: 0
  • Post-CTS Setup Bufs: 0

Hold path
  • HP Class: in -> out
-- through the flow --
step                      worst slack (ns)  cell area (µm²)
after detailed placement              9.20             8850
after global placement                9.21             8850
after floorplan                      11.15             7640
final                                 9.13             8850
after global routing                  8.75             8850
after CTS                             9.19             8850
-- synthesized netlist by cell type, types with 11 or more instances --
library cell  number
a21oi_1           88
a22oi_1           21
a31oi_1           14
buf_2             23
clkbuf_1          39
ha_1              96
inv_1             87
mux2_2            12
mux2i_1           40
mux4_2            27
nand2_1          110
nand3_1           28
nand4_1           16
nor2_1            89
nor2b_1           16
nor3_1            19
nor4_1            21
o211ai_1          17
o21ai_0           80
or4_1             11
xnor2_1           21
-- final cells by class --
class	count	area share (%)
tap	330	4.66
antenna	1	0.0283
inverter	95	4.03
timing repair buffer	120	12.8
multi-input combinational	944	78.5
-- per-layer routing --
metal,track usage [%],vias to the layer above,routed length (µm)
li1,-,4260,-
met1,41.6,4406,16200
met2,42.3,554,16000
met3,6.97,76,3920
met4,9.35,0,1430
met5,0,-,0
-- path summary, 6_finish.rpt --
check,from,endpoint,slack (ns),cells after the start
worst min-delay path,op[0],result[2],11.03,6
worst max-delay path,rega[3],zero,9.13,16
-- power groups by stage --
stage    registers [mW]  clock network [mW]  logic, mW
5_1_grt               0                   0      0.226
4_1_cts               0                   0      0.206
-- logic make-up (layout without fill, tap and decap cells) --
logic type,Yosys count,in the layout,share of synthesized area (%)
xor gates and xnor gates,24,24,2.75
AOI/OAI and AO/OA,371,371,32.4
buffers and inverters,172,215,9.22
and+or+nand+nor,371,371,24.1
muxes,80,80,15.3
adders and majority gates,98,98,16.3
other,0,1,0
Power and IR drop assume default switching activity.
